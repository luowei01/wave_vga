### flow/design.v
module Phase_Acc
(
	CLK, RSTn, KW, Addr
);
	 input CLK;
	 input RSTn;
	 input[27:0] KW;
	 output[9:0] Addr;	 
    reg[27:0] Cnt; 
	always @ ( posedge CLK or negedge RSTn )
		begin
			if( !RSTn ) 
				Cnt <= 28'd0;
			else if( Cnt == 28'd268435455 )
				Cnt <= 0;
			else	
				Cnt <= Cnt + KW;
		end
	 assign Addr = Cnt[27:18];
endmodule
### flow/constraint.sdc
current_design Phase_Acc

set clk_period 13.0
set clk_io_pct 0.2

create_clock -name clk0 -period $clk_period [get_ports {CLK}]

set non_clock_inputs [all_inputs -no_clocks]
set_input_delay [expr $clk_period * $clk_io_pct] -clock clk0 $non_clock_inputs
set_output_delay [expr $clk_period * $clk_io_pct] -clock clk0 [all_outputs]
### flow/config.mk
export PLATFORM = sky130hd
export DESIGN_NAME = Phase_Acc
export DESIGN_NICKNAME = Phase_Acc
export VERILOG_FILES = /design/flow/design.v
export SDC_FILE = /design/flow/constraint.sdc
export NUM_CORES = 4
export LEC_CHECK = 1
export CORE_UTILIZATION = 30
### flow/run.sh
#!/bin/bash
# OpenROAD 26Q1-2900-gdf79404cd8, Yosys 0.63+post, stock flow scripts
make -C /OpenROAD-flow-scripts/flow DESIGN_CONFIG=/design/flow/config.mk WORK_HOME=/design/flow/orfs finish
==> results.ini <==
[status]
status = complete, no violations

[timing]
setup_viol = 0
fmax_mhz = 205
fin_tns_setup_ns = 0
rsz0062_at_grt = false
fin_crit_ns = 4.88
final_max_slew_viol_count = 0
clock-skew-final_ns = 0.00446
hold_viol_final = 0
fin_ws_ns = 8.12
finalClockPeriodUsage_pct = 37.5
tightest_slew_ns = 0.698
slew-limit-headroom_pct = 53.5

[global_routing]
grt_use_met1_pct = 25.7
grt_pass1_vias = 2370
grt_overflow = 0
gr-usage-met2_pct = 26.1
grtUsageMet3_pct = 2.76
grt_max_degree = 29
grt_busiest_layer = met2
track_usage_pct = 17.0
antenna_found_initial = 0
grt_pass1_wl_um = 11800

[clocking]
clockBufferDepth = 2
root_buffer = clkbuf_8
clkSlewWorstSetupHoldPaths_ns = 0.10
cts_num_sinks = 28
cts.repair.resized = 0
post-cts-setup-buffers = 0
cts_made_buffers = 3
cts.htree.levels = 1
cts_tree = built
clk_latency_ns = 0.28
ctsHoldBuffers = 0

[flow_run]
cap_viol_max_count = 0
warnings = 25

[route]
drtIter0Drc = 106
wl_per_cell_um = 16.3
dr.pass1.iters = 4
vias_per_cell = 5.67
num_antenna_cells = 0
ant_nets = 0
num_vias = 2500
wl_um = 7170
drcViolationCount = 0

[cells_and_area]
lay_top_cells = 39 x clkdlybuf4s50_1, 31 x nor2_1, 28 x dfrtp_1, 28 x a21oi_1, 27 x ha_1
layout.cells.most_common = clkdlybuf4s50_1
fin_util_pct = 36.6
largest_register = Cnt
ff_latch_area_um2 = 701
reg.largest.list = Cnt: 28 flops
fin_area_um2 = 3060
logic_area_um2 = 1780
drive_gt1_share_pct = 2.68
largest_register_ffs = 28
area_delta_synth_final_pct = 16.8
nFillCells = 868

[synth]
yosysWarnings = 1
syn_area_per_cell_um2 = 8.28
synth_seq_share_pct = 26.8
ys.flops = 28
ys_types = 48
netlist_area_um2 = 2620
synth-edff-count = 0
async_flop_share_pct = 100
yosys_area_um2 = 2620
synthFlopType = dfrtp_1
syn_inst = 316
ys_cells = 316

[floorplanning]
fp_util_pct = 31.4
rows = 33
core_um2 = 8340
die_x_um = 95.4
chipArea_um2 = 9100
fp.dieH_um = 95.4
io_pins = 40

[worst_setup_path]
critPathMaxFanout = 8
path_delay_family = AND-OR/OR-AND gates
end_kind = flop
worst_setup_path_start_kind = input port
worstPathArrival_ns = 5.05
reg2reg_slack_ns = 10.48
r2r_start = Cnt[0]
crit_buf_inv = 1
cp_common_cell = a21o_1
path_class = input port to flop
slowest_delay_ns = 0.50
rr_worst_depth = 8
path_cells = clkdlybuf4s50_1, ha_1, a21o_1, a21o_1, a21o_1, a211o_1, or4_1, and3_1
r2r-end = Cnt[26]
crit_slowest_cell = or4_1
required_ns = 13.18

[place]
port-buffer-count = 39
postPlaceCellArea_um2 = 3020
gp_routability_congestion = 0.929
dp_slack_ns = 7.86
dpl.hpwl_um = 5650

[pwr]
p_per_area_nw_per_um2 = 240
power_mw = 0.735
p_leak_nw = 1.26
peakVddDrop_uv = 89.9

[worst_hold_path]
min_path_cells = 2
min_from = Cnt[0]
worstHoldEndpoint = Cnt[0]
hp-class = flop to flop

[final cells by class]
class | instances | share of cell area [%]
sequential | 28 | 22.9
clock buffer | 3 | 1.35
tap | 105 | 4.30
multi-input combinational | 264 | 58.2
timing repair buffer | 41 | 13.3
[cells in the mapped netlist, drive strengths merged (4+ instances only)]
cell | n | area share (%)
o21a | 8 | 2.3
nand3 | 7 | 1.3
buf | 14 | 3.9
nand4 | 19 | 4.5
mux2i | 4 | 1.5
a211oi | 5 | 1.4
ha | 27 | 13
xnor2 | 6 | 2.0
nor3 | 14 | 2.7
nand2 | 25 | 3.6
dfrtp | 28 | 27
nor2 | 31 | 4.4
a21oi | 28 | 5.4
a21o | 17 | 4.9
o21bai | 4 | 1.1
clkbuf | 10 | 1.4
or3 | 5 | 1.2
o21ai | 11 | 2.1
xor2 | 5 | 1.7
[routing by layer]
metal / vias to the layer above / routed length, µm / share of wire (%)
li1: 1235 / - / -
met1: 1179 / 3490 / 49
met2: 74 / 3100 / 43
met3: 12 / 422 / 5.9
met4: 0 / 161 / 2.2
met5: - / 0 / 0
[worst reg2reg max path: cells and delay by family (launching register included)]
kind	cells	cell delay [ns]
AND/OR/NAND/NOR	1	0.15
flip-flops	1	0.40
AND-OR/OR-AND	4	1.11
adder cells (fa/ha/maj)	2	0.61
multiplexers	1	0.18
[worst max path at each step]
| stage | from | end | slack [ns] | cells after the start |
|---|---|---|---|---|
| 4_1_cts | KW[17] | Cnt[24] | 8.15 | 8 |
| 5_1_grt | KW[19] | Cnt[27] | 7.96 | 7 |
| 6_report | KW[17] | Cnt[24] | 8.12 | 8 |
[through the flow]
step | hold WS [ns] | std cells
finish | 0.620 | 441
global route | 0.675 | 441
CTS | 0.627 | 441
detailed placement | 0.611 | 438
global placement | 0.596 | 438
floorplan | 0.562 | 316
[power breakdown]
| part | switching [mW] | leakage (nW) | internal (mW) | total (mW) |
|---|---|---|---|---|
| Clock | 0.0285 | 0.0216 | 0.0209 | 0.0494 |
| Combinational | 0.285 | 0.916 | 0.227 | 0.512 |
| Sequential | 0.0370 | 0.324 | 0.137 | 0.174 |
| Total | 0.350 | 1.26 | 0.385 | 0.735 |
[kinds of logic after synthesis]
group,share of synthesized area (%)
buffers and inverters,5.31
AND-OR/OR-AND,25.8
AND/OR/NAND/NOR,23.2
XOR/XNOR,3.68
flip-flops,26.8
adder cells (fa/ha/maj),13.7
multiplexers,1.53
Power is estimated from default activity; no workload was simulated.
