File: config.mk
export PLATFORM = sky130hd
export DESIGN_NAME = Driver
export DESIGN_NICKNAME = Driver
export VERILOG_FILES = /design/flow/design.v
export SDC_FILE = /design/flow/constraint.sdc
export NUM_CORES = 4
export LEC_CHECK = 1
export CORE_UTILIZATION = 30
File: design.v
`timescale 1ns/1ns
module Driver
#(
	parameter H_SYNC = 128	, 		 
	parameter H_BACK = 88	, 		 
	parameter H_DISP = 800	, 		 
	parameter H_FRONT = 40	, 		 
	parameter H_TOTAL = 1056, 		 
	parameter V_SYNC = 4	, 		 
	parameter V_BACK = 23 	, 		 
	parameter V_DISP = 600	, 		 
	parameter V_FRONT = 1	, 		 
	parameter V_TOTAL = 628  		 
)
(
	input  wire			clk,			 
	input  wire			rst_n,     		 
	input  wire	[23:0]	lcd_data,		 
	output wire			lcd_dclk,   	 
	output wire			lcd_hs,	    	 
	output wire			lcd_vs,	    	 
	output wire			lcd_en,			 
	output wire	[23:0]	lcd_rgb,		 
	output wire	[11:0]	lcd_xpos,		 
	output wire	[11:0]	lcd_ypos		 
);	
localparam	H_AHEAD = 	12'd1;
reg [11:0] hcnt; 
reg [11:0] vcnt;
wire lcd_request;
always @ (posedge clk or negedge rst_n)
begin
	if (!rst_n)
		hcnt <= 12'd0;
	else
	begin
        if(hcnt < H_TOTAL - 1'b1)		 
            hcnt <= hcnt + 1'b1;
        else
            hcnt <= 12'd0;
	end
end 
assign	lcd_hs = (hcnt <= H_SYNC - 1'b1) ? 1'b0 : 1'b1;  
always@(posedge clk or negedge rst_n)
begin
	if (!rst_n)
		vcnt <= 12'b0;
	else if(hcnt == H_TOTAL - 1'b1)	 
		begin
		if(vcnt == V_TOTAL - 1'b1)		 
			vcnt <= 12'd0;
		else
			vcnt <= vcnt + 1'b1;
		end
end
assign	lcd_vs = (vcnt <= V_SYNC - 1'b1) ? 1'b0 : 1'b1;  
assign	lcd_dclk = clk;
assign	lcd_en		=	(hcnt >= H_SYNC + H_BACK  && hcnt < H_SYNC + H_BACK + H_DISP) &&
						(vcnt >= V_SYNC + V_BACK  && vcnt < V_SYNC + V_BACK + V_DISP) 
						? 1'b1 : 1'b0;                    
assign	lcd_rgb 	= 	lcd_en ? lcd_data : 24'h000000;	
assign	lcd_request	=	(hcnt >= H_SYNC + H_BACK - H_AHEAD && hcnt < H_SYNC + H_BACK + H_DISP - H_AHEAD) &&
						(vcnt >= V_SYNC + V_BACK && vcnt < V_SYNC + V_BACK + V_DISP) 
						? 1'b1 : 1'b0;
assign	lcd_xpos	= 	lcd_request ? (hcnt - (H_SYNC + H_BACK - H_AHEAD)) : 12'd0;
assign	lcd_ypos	= 	lcd_request ? (vcnt - (V_SYNC + V_BACK)) : 12'd0;
endmodule
File: run.sh
#!/bin/bash
# OpenROAD 26Q1-2900-gdf79404cd8, Yosys 0.63+post, stock flow scripts
make -C /OpenROAD-flow-scripts/flow DESIGN_CONFIG=/design/flow/config.mk WORK_HOME=/design/flow/orfs finish
File: constraint.sdc
current_design Driver

set clk_period 3.5
set clk_io_pct 0.2

create_clock -name clk0 -period $clk_period [get_ports {clk}]

set non_clock_inputs [all_inputs -no_clocks]
set_input_delay [expr $clk_period * $clk_io_pct] -clock clk0 $non_clock_inputs
set_output_delay [expr $clk_period * $clk_io_pct] -clock clk0 [all_outputs]
==> writeup.txt <==
The flow ran to the end, and the final reports show no timing, DRC or antenna violations. The capture instance of the worst register-to-register path is vcnt[0]. For this design, the slowest cell found on the critical path is or4_4.

Combinational logic is responsible for 19.4% of the overall power. Across the run, the number of max-cap violations was 0. The uppermost layer routed was met4. Walking the worst path, the cells encountered are or4_4, o31ai_1, a2111o_1, buf_12, nor3_1, clkdlybuf4s50_1. According to the I/O placement log, the pin count is 78.

The pre-CTS setup check shows a worst slack of 0.3223 ns. In this run the VDD rail shows a maximum IR drop of 0.0002905 V. The share of cells above drive strength 1 was 12.24%.

The report lists the power per cell area as 250.0 mW/mm2. The run gives 0 as the remaining global-route overflow. Counting cells, the worst reg-to-reg path comes to 4. Routability-driven placement finished with a final weighted congestion of 0.8750. The count of endpoints failing hold in the final timing report is 0, and the placed wire-length estimate is 4089 um. With the overall routed net length at 5641 um, the horizontal die dimension is 85.68 um. Dominant register cell: dfrtp_1. The switching component of the power was reported as 216.1 uW.

TritonCTS built the clock tree. Wire segments on met2 add up to 2639 um in the final route. The mapped netlist covers 0.002101 mm2.

The floorplan has 30 rows. Counting flops with an async set or reset pin after synthesis yields a share of 100.0%. The transition time at the pin with the least slew margin came out at 0.9309 ns. Yosys reports that the leading cell type by area covers 28.59% of the netlist area.

The share of the core area taken by cells at floorplan is 30.92%. The commonest cells after synthesis are 55 x nor3_1, 33 x inv_1, 24 x dfrtp_1. The post-route worst setup slack is 0.1485 ns, and the count of synthesis-stage warnings from yosys is 1.

The buffer-and-inverter tally for the worst setup path is 2. The pre-antenna-repair detailed-routing pass consisted of 4 iterations. The analysis attributes to cell leakage a power of 1.245 nW. The number of distinct library cell variants in the gate-level netlist after synthesis is 43, and the placeable core region is 0.006794 mm2. In this run the tools logged warnings totalling 28. The startpoint identified for the worst register-to-register timing path is vcnt[8]. The logs give 0.005414 ns for the final clock skew and 0.2984 GHz for the maximum achievable frequency. Hold analysis lists the worst path endpoint as hcnt[0]. Counting pins that exceed their max-slew limit in the final report gives 0. The chip occupies 0.007341 mm2.

For the worst setup path, the data arrival time is 2.65 ns. The worst setup path is launched from a register. The count of flip-flops with a built-in enable after synthesis came out at 0. The run gives 0 for the number of antenna violations at the first check in global routing.

STA lists the startpoint of the worst hold path as hcnt[0]. The biggest area contributor in the post-synthesis netlist is dfrtp_1. The final number of setup-violating endpoints was 0; the number of antenna-violating nets in the routed design was 0. The logs give 42.1% for the power share of the sequential group and 0.37 ns for the insertion delay of the later-clocked pin in the worst-skew pair. Layout overhead on the synthesized area: 46.10%.

The time the final worst path needs with I/O delays and setup came out at 3.351 ns. The category of the most critical setup path was register to primary output. For the first-pass GRT wire length, the log shows 8659 um. The timing report gives the clock slew at the launch and capture registers of the worst setup and hold paths as 0.09 ns. Number of DRC violations after detailed routing: 0. For this block, the via count after detailed routing is 2,140.

In the per-layer breakdown of the detailed-route log, met1 shows 2509 um. All-layer global routing usage: 14.85%. The routed design shows a via density per instance of 4.875.

With the clock network fraction of design power at 38.5%, the per-instance average area after synthesis is 7.695 um2. Flop and latch count out of synthesis: 24. The run gives 0 ns for the post-route setup TNS. The run gives 1 for the number of instances on the worst hold path. The class of the worst hold path is register to register. Per the post-synthesis report, the number of cells in the design is 273. Across all register-to-register paths, the minimum setup slack is 1.37 ns. The run gives 85.68 um for the y dimension of the die. The most common cell in the netlist is nor3_1. The script logs the mean routed wire length per placed instance as 12.85 um. Net switching is 28.16% of the power. The run gives 41 for the worst-path maximum fanout.

OpenROAD reports that the post-layout worst path occupies 95.76% of the period. As logged by OpenROAD, the buffers inserted on ports number 75. Ranked by total cell area, the synthesized netlist is headed by dfrtp_1 29%, nor3_1 13%, inv_1 5.9%. The stat command in Yosys gives a chip area of 0.002101 mm2. The number of design-rule violations left by the first detailed-router iteration is 82, and the met3 layer wire length in the routed design is 370 um.

STA classifies the critical path endpoint as a primary output. The internal power of the cells totals 551.1 uW. Measured against its own limit, the worst slew margin works out to 37.65%. Cell family contributing the most delay on the critical path: simple AND/OR/NAND/NOR gates.

The OpenROAD report gives the critical path a required time of 2.80 ns. The final hold slack is 0.5382 ns. The final power report lists total power as 767.2 uW. 0 antenna diodes ended up in the layout.

The via count of the first global-routing pass is 1,852, and the number of cells in Yosys stat is 273. The delay contributed by the slowest stage of the critical path was 0.59 ns; the largest net degree at the start of global routing was 42. The final core utilization was 45.18%.

The share of the Yosys chip area taken by registers is 28.59%.
layout by cell type (no fill, tap or decap), types with 5 or more instances in the layout:
cell type and count:
inv_1 33, dfrtp_1 24, a21oi_1 8, clkbuf_8 7, nor4_1 6, or3_1 6, nor3_1 51, nor2_1 17
xnor2_1 12, clkdlybuf4s50_1 75, xor2_1 14, o21ai_0 9, nand3_1 5, nand2_1 12, buf_4 11
worst max path at each step:
| stage | from | endpoint | slack, ns | cells after the start |
|---|---|---|---|---|
| CTS | vcnt[0] | lcd_xpos[11] | 0.001 | 7 |
| global route | hcnt[0] | lcd_ypos[6] | -0.009 | 7 |
| finish | vcnt[8] | lcd_xpos[11] | 0.15 | 6 |
routing by layer:
layer / vias to the layer above / GRT usage, %
met3: 11 / 3.125
met5: - / 0
met4: 0 / 3.182
li1: 1073 / -
met1: 980 / 20.66
met2: 76 / 24.36
power by group through the flow:
stage,clock [mW],sequential (mW),combinational [mW]
final,0.295,0.323,0.149
after CTS,0.309,0.321,0.142
after global routing,0.318,0.329,0.164
through the flow:
stage	area [um2]	std cells
detailed placement	2868	426
floorplan	2108	275
finish	3069	439
global placement	2868	426
CTS	2989	434
global route	3069	439
layout make-up:
| cell class | count | area [um2] |
|---|---|---|
| flip-flops and latches | 24 | 600.6 |
| multi-input cells | 192 | 1275 |
| well taps | 96 | 120.1 |
| inverters | 33 | 123.9 |
| clock buffers | 8 | 106.4 |
| fillers | 661 | 3725 |
| repair buffers | 86 | 843.3 |
cell families (layout without fill, tap and decap cells):
group                      count (synthesis)  after routing  share of synthesized area [%]
AOI/OAI and AO/OA                         36             36                          11.26
xor gates and xnor gates                  26             26                          10.84
adders and majority gates                  3              3                          1.787
buffers and inverters                     59            127                          14.17
DFF                                       24             24                          28.59
muxes                                      3              3                          1.489
other                                      1              3                         0.1785
and+or+nand+nor                          121            121                          31.69
registers in the layout, indices dropped and copies added, names as in the netlist:
register  flops
hcnt         12
vcnt         12
timing repair:
| item | 4_1_cts | 5_1_grt |
|---|---|---|
| buffers inserted | 1 | 5 |
| endpoints found under the setup margin | 43 | 47 |
| hold buffers | 0 | 0 |
| gates resized | 3 | 9 |
| pin swaps | 2 | 3 |
Power and IR drop assume default switching activity.
