===== design/flow/run.sh =====
#!/bin/bash
# OpenROAD 26Q1-2900-gdf79404cd8, Yosys 0.63+post, stock flow scripts
make -C /OpenROAD-flow-scripts/flow DESIGN_CONFIG=/design/flow/config.mk WORK_HOME=/design/flow/orfs finish

===== design/flow/config.mk =====
export PLATFORM = sky130hd
export DESIGN_NAME = lcd_display
export DESIGN_NICKNAME = lcd_display
export VERILOG_FILES = /design/flow/design.v
export SDC_FILE = /design/flow/constraint.sdc
export NUM_CORES = 4
export LEC_CHECK = 1
export CORE_UTILIZATION = 30

===== design/flow/constraint.sdc =====
current_design lcd_display

set clk_period 3.0
set clk_io_pct 0.2

create_clock -name clk0 -period $clk_period [get_ports {lcd_clk}]

set non_clock_inputs [all_inputs -no_clocks]
set_input_delay [expr $clk_period * $clk_io_pct] -clock clk0 $non_clock_inputs
set_output_delay [expr $clk_period * $clk_io_pct] -clock clk0 [all_outputs]

===== design/flow/design.v =====
module lcd_display(
    input             lcd_clk,                   
    input             sys_rst_n,                 
    input      [9:0]  data,    
    input      [9:0] waddr,
    input      [9:0] pixel_xpos,                
    input      [9:0] pixel_ypos,                
    output reg [15:0] pixel_data                 
    );    
localparam WHITE  = 16'b11111_111111_11111;      
localparam BLACK  = 16'b00000_000000_00000;      
localparam RED    = 16'b11111_000000_00000;      
localparam GREEN  = 16'b00000_111111_00000;      
localparam BLUE   = 16'b00000_000000_11111;      
localparam BROWN   = 16'h7800;                   
      reg [9:0] sum;      
      reg [3:0] num = 0; 
      always @(posedge lcd_clk or negedge sys_rst_n) begin         
          if (!sys_rst_n)
             sum <= 10'd0;        
          else begin           
            if(pixel_xpos % 160 == 0 ) num <= num + 1;          
            if(num == 5) num <= 0;                    
            else sum <= (pixel_xpos - num*160);
          end
      end          
      reg [19:0] xy;     
      always @(posedge lcd_clk or negedge sys_rst_n ) begin               
          if (!sys_rst_n)
              pixel_data <= 16'hffff;
          else begin              
            xy <= {pixel_ypos,pixel_xpos};
            if(pixel_xpos == data ) 
                pixel_data <= WHITE;            
            else if(                
xy == {10'd60,10'd731} ||                
xy == {10'd60,10'd730} ||            
xy == {10'd60,10'd750} ||                    
xy == {10'd60,10'd751} ||
xy == {10'd61,10'd731} ||                
xy == {10'd61,10'd730} ||            
xy == {10'd61,10'd750} ||                    
xy == {10'd61,10'd751} ||
xy == {10'd60,10'd691} ||					
xy == {10'd60,10'd690} ||                    
xy == {10'd60,10'd710} ||                    
xy == {10'd60,10'd711} ||
xy == {10'd61,10'd691} ||					
xy == {10'd61,10'd690} ||                    
xy == {10'd61,10'd710} ||                    
xy == {10'd61,10'd711}                                        
                   )                 
                pixel_data <= BLUE;                   
            else if(pixel_ypos > 10'd2  && pixel_ypos <= 10'd20 &&  (pixel_xpos + 2*pixel_ypos - 760)== 10'd0 )                
                 pixel_data <= BLUE;            
            else if(pixel_ypos > 10'd20  && pixel_ypos <= 10'd37 &&  (pixel_xpos - 2*pixel_ypos - 680)== 10'd0 )                
                 pixel_data <= BLUE;            
            else if((pixel_xpos > 10'd682  && pixel_xpos <= 10'd718 &&  pixel_ypos == 10'd3 )||                 
                    (pixel_ypos > 10'd3  && pixel_ypos <= 10'd30 && ( pixel_xpos == 10'd718 || pixel_xpos== 10'd700 ))||            
                    (pixel_ypos > 10'd80  && pixel_ypos <= 10'd200 && ( pixel_xpos == 10'd722 )) )               
                 pixel_data <= BLUE;                    
            else if(pixel_ypos == 10'd300 || pixel_xpos == 10'd400 )                         
                pixel_data <= BROWN;            
            else if(((pixel_xpos % 6'd8) == 11'd0) && pixel_ypos >= 10'd300 && pixel_ypos <= 10'd310 )                
                pixel_data <= RED;            
            else if(((pixel_ypos % 6'd8) == 11'd0) && pixel_xpos >= 10'd400 && pixel_xpos <= 10'd410 )                
                pixel_data <= RED;              
            else if((((pixel_xpos % 6'd40) == 11'd0)||((pixel_ypos % 6'd40) == 11'd0)) &&                
                 !(pixel_xpos >10'd680  && pixel_xpos < 10'd760 && pixel_ypos > 10'd0  && pixel_ypos < 10'd200 ) )                                                              
                pixel_data <= GREEN;                                
            else             
                pixel_data <= BLACK;
          end
      end
    endmodule 

==> metrics.cfg <==
[clock_tree]
root_buffer = clkbuf_8
tritoncts = yes
clock_sinks = 22
cts_made_buffers = 3
clkTransAtPathRegs_ns = 0.08
cts_max_level = 1
insertion_delay_ns = 0.26
cts_buffer_depth = 2

[setup_path]
worstRegToRegCells = 8
reg2reg_slack_ns = 1.19
worst-setup-path-type = primary input to register
crit_required_ns = 3.19
end_kind = register
cp_max_fo = 4
regToRegStartpoint = xy[3]
r2r_end = pixel_data[10]
start_kind = primary input
arrival_ns = 3.10

[routing]
drc = 0
diodes = 0
drt_iter0_markers = 220
drt_wl_total_mm = 9.64
via_count = 3179
wl_per_cell_um = 15.9
drt_pre_antenna_iters = 5
via_per_inst = 5.24
drtAntennaViolNets = 0

[power_and_ir_drop]
combPwrFrac_pct = 51.4
p_switching_mw = 0.426
seq_power_share_pct = 28.0
ir_drop_uv = 116
clockPowerShare_pct = 20.7
p_int_mw = 0.874
leakagePower_nw = 1.85
cellPowerDensity_nw_per_um2 = 297
swShare_pct = 32.8

[final_timing]
finalSetupViolations = 0
setup_ws_ns = 0.0830
fin_crit_ns = 2.92
relSlewSlack_pct = 46.1
rsz0062_at_grt = true
tightest_slew_ns = 0.806
hold_ws_ns = 0.703
finalHoldViolCount = 0
finClkSkew_ns = 0.00842
max_freq_mhz = 343
period_used_pct = 97.2
drv_slew = 0

[yosys]
seq_area_frac_synth_pct = 21.4
synth-async-reset-ratio_pct = 18.2
yosys_cells = 368
synthFlopType = edfxtp_1
ys_ff = 22
avgSynthCellArea_um2 = 8.18
edf_count = 18
ys_types = 63
ys_chip_area_um2 = 3010
ys_warn_count = 1
synthesis.area_um2 = 3010
netlist_instances = 368

[flow_run]
tool_warnings = 48
cap_violations = 0

[place]
pre_cts_slack_ns = -0.753
io_buffers = 47
routabilityCongestion = 0.967
dp_hpwl_mm = 7.76
dpl-instance-area_um2 = 4120

[die]
core_um2 = 9730
rows = 36
chipHeight_um = 102
io_pins = 58
fp-utilization_pct = 31.0
chip_area_um2 = 10400
die_w_um = 102

[global_routing]
overflow = 0
antenna_found_initial = 0
first_global_vias = 2955
track_usage_pct = 18.9
grt_pass1_wl_mm = 15.0
grt_max_degree = 20

[min_path]
hold_path.class = primary input to register
hold_depth = 2
holdCritStartpoint = pixel_ypos[2]
hold_end = xy[12]

[run_status]
outcome = finished, final reports clean

[finish]
drive_above_1_share_pct = 30.6
syn_to_final_growth_pct = 45.5
finalInstanceArea_um2 = 4380

==> worst max-delay path by stage <==
stage	from	end	slack (ns)	cells after the start
after global routing	pixel_ypos[1]	pixel_data[14]	-0.02	14
after CTS	pixel_ypos[1]	pixel_data[14]	0.001	14
final	pixel_xpos[1]	pixel_data[14]	0.08	16
==> cell usage after synthesis, drive strengths merged (7+ instances only) <==
master | number | share of area [%]
a31oi | 8 | 1.7
nor3 | 15 | 2.8
xor2 | 13 | 3.8
nor2 | 28 | 3.5
nand4 | 7 | 1.5
xnor2 | 13 | 3.8
a21oi | 18 | 3.0
inv | 32 | 4.0
nand2 | 22 | 2.7
nand2b | 8 | 1.7
a211oi | 7 | 2.1
o211ai | 8 | 2.2
edfxtp | 18 | 18
ha | 30 | 12
o21ai | 17 | 2.8
buf | 12 | 3.0
clkbuf | 14 | 1.7
a21o | 8 | 2.0
or3 | 7 | 1.5
==> power by group through the flow <==
stage	Sequential (mW)	Clock, mW	Combinational, mW
CTS	0.364	0.273	0.641
global route	0.366	0.282	0.727
finish	0.364	0.269	0.668
==> cells in the final DEF (no fill, tap or decap), drive strengths merged, types with 4 or more instances in the layout <==
master / Yosys / final
nand2b: 8 / 8
edfxtp: 18 / 18
o21ai: 17 / 17
a31oi: 8 / 8
nand2: 22 / 22
or3: 7 / 7
nand3: 6 / 6
dfstp: 4 / 4
o2111ai: 4 / 4
nor4: 6 / 6
inv: 32 / 32
a21oi: 18 / 18
o211ai: 8 / 8
nor3: 15 / 15
a21o: 8 / 8
nand3b: 4 / 4
a311oi: 4 / 4
xor2: 13 / 13
buf: 12 / 87
a211oi: 7 / 7
xnor2: 13 / 13
clkdlybuf4s50: 0 / 37
nand4: 7 / 7
ha: 30 / 30
mux2i: 4 / 4
nor2: 28 / 28
==> per-layer routing <==
layer  share of wire (%)  global-route usage (%)  vias up
met3                 6.2                    1.88       21
li1                    -                       -     1566
met5                   0                       0        -
met1                  46                    27.8     1462
met2                  45                    29.9      130
met4                 2.7                    5.05        0
==> cell families after synthesis <==
family	share of synthesized area, %
flip-flops	21.4
buffers and inverters	8.72
AND-OR/OR-AND	22.3
multiplexers	1.83
AND/OR/NAND/NOR	24.3
adder cells (fa/ha/maj)	13.8
XOR/XNOR	7.56
==> layout make-up <==
| type | instances | area (µm²) |
|---|---|---|
| Clock buffer | 3 | 41.3 |
| Clock inverter | 1 | 30.0 |
| Fill cell | 955 | 5350 |
| Inverter | 32 | 128 |
| Multi-Input combinational cell | 288 | 2290 |
| Sequential cell | 22 | 646 |
| Tap cell | 133 | 166 |
| Timing Repair Buffer | 128 | 1070 |
==> stage by stage <==
step | TNS [ns] | power [mW] | utilization [%] | std cells
final | 0 | 1.30 | 45.0 | 607
after global routing | -0.0455 | 1.38 | 45.0 | 607
after CTS | 0 | 1.28 | 44.2 | 606
after detailed placement | -2.89 | 0.969 | 42.3 | 596
after global placement | -2.68 | 0.965 | 42.3 | 596
after floorplan | -0.150 | 0.697 | - | 368
==> repair_timing <==
action / CTS / global route
hold buffers: 0 / 0
setup endpoints to repair: 4 / 4
pin swaps: 16 / 7
buffers inserted: 6 / 1
resized: 48 / 19
endpoints found under the hold margin: 0 / 0
==> registers in the layout, summed over array words and instances, names as in the netlist <==
| name | cells |
|---|---|
| xy | 18 |
| pixel_data | 4 |
==> worst max-delay path: stages <==
cell      delay [ns]
buf_2           0.13
inv_2           0.09
ha_4            0.14
inv_1           0.05
fa_2            0.41
nand2b_4        0.10
buf_4           0.10
a21oi_1         0.06
xnor2_1         0.24
buf_4           0.16
o311a_1         0.19
mux2i_1         0.23
o32ai_2         0.11
buf_4           0.15
o211a_4         0.15
a211oi_2        0.19
Power figures rest on the tool's default switching activity, not on a simulated workload.
